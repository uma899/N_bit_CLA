[./config.mk]
export PLATFORM = sky130hd
export DESIGN_NAME = CLA_add
export DESIGN_NICKNAME = CLA_add
export VERILOG_FILES = /design/flow/design.v
export SDC_FILE = /design/flow/constraint.sdc
export NUM_CORES = 4
export LEC_CHECK = 1
export CORE_AREA = 10 10 102 102
export DIE_AREA = 0 0 112 112
[./constraint.sdc]
current_design CLA_add

set clk_period 1.2
set clk_io_pct 0.2

create_clock -name clk0 -period $clk_period [get_ports {clk}]

set non_clock_inputs [all_inputs -no_clocks]
set_input_delay [expr $clk_period * $clk_io_pct] -clock clk0 $non_clock_inputs
set_output_delay [expr $clk_period * $clk_io_pct] -clock clk0 [all_outputs]
[./design.v]
module CLA_add #(parameter N = 4) (
    input [N-1:0] A, B,
    input clk, reset,
    output [N:0] sum
);
    wire [N-1:0] p, g;
    wire [N-1:0] g_wireOut;
    wire [N:0] p_wireOut;
    assign p_wireOut[N] = 1'b0;
    wire [N:0] c;
    wire [N:0] sum_in;
    assign c[0] = 1'b0;
    wire [N-1:0] a, b;
    stage_register #(.N(N)) s1_A(
        .data_in(A),
        .clk(clk), .reset(reset),
        .data_out(a)
    );
    stage_register #(.N(N)) s1_B(
        .data_in(B),
        .clk(clk), .reset(reset),
        .data_out(b)
    );
    genvar i;
    generate
        for (i = 0; i < N; i = i + 1) begin
            assign p[i] = a[i] ^ b[i];
            assign g[i] = a[i] & b[i];
        end
    endgenerate
    stage_register #(.N(N)) p_reg(
        .data_in(p),
        .clk(clk), .reset(reset),
        .data_out(p_wireOut[N-1:0])
    );
    stage_register #(.N(N)) g_reg(
        .data_in(g),
        .clk(clk), .reset(reset),
        .data_out(g_wireOut)
    );
    generate
        for (i = 1; i < N + 1; i = i + 1) begin
            products_generator #(.N(i)) PG (
                .p(p_wireOut[i-1:0]),
                .g(g_wireOut[i-1:0]),
                .carry_in(c[0]),
                .clk(clk), .reset(reset),
                .cout(c[i])
            );
        end
    endgenerate
    wire [N:0] tempReg1_out, tempReg2_out;
    stage_register #(.N(N+1)) tempReg1(
        .data_in(p_wireOut),
        .clk(clk), .reset(reset),
        .data_out(tempReg1_out)
    );
    stage_register #(.N(N+1)) tempReg2(
        .data_in(tempReg1_out),
        .clk(clk), .reset(reset),
        .data_out(tempReg2_out)
    );
    generate
        for (i = 0; i < N + 1; i = i + 1) begin
            assign sum_in[i] = tempReg2_out[i] ^ c[i];
        end
    endgenerate
    stage_register #(.N(N+1)) s4(
        .data_in(sum_in),
        .clk(clk), .reset(reset),
        .data_out(sum)
    );
endmodule
module products_generator #(parameter N = 4) (
    input [N-1:0] g, p,
    input carry_in,
    input clk, reset,
    output cout
);
    wire [N:0] products;
    wire [N:0] products_wireOut;
    genvar i;
    assign products[0] = g[N-1];
    generate
        for (i = N-1; i > 0; i = i - 1) begin
            assign products[N-i] = g[i-1] & (&p[N-1:i]);    
        end
    endgenerate
    assign products[N] = carry_in & (&p);
    stage_register #(.N(N+1)) s1(
        .data_in(products),
        .clk(clk), .reset(reset),
        .data_out(products_wireOut)
    );
    wire temp = |products_wireOut;
    stage_register #(.N(1)) s3(
        .data_in(temp),
        .clk(clk), .reset(reset),
        .data_out(cout)
    );
endmodule
module stage_register #(parameter N = 64) (
    input [N-1:0] data_in,
    input clk, reset,
    output reg [N-1:0] data_out
);
    always @(posedge clk, posedge reset) begin
        if (reset) data_out <= {N{1'b0}};
        else begin
            data_out <= data_in;
        end
    end
endmodule
[./run.sh]
#!/bin/bash
# OpenROAD 26Q1-2900-gdf79404cd8, Yosys 0.63+post, stock flow scripts
make -C /OpenROAD-flow-scripts/flow DESIGN_CONFIG=/design/flow/config.mk WORK_HOME=/design/flow/orfs finish
==> results.yml <==
# generated from flow reports
synth:
  ys_warn_count: 5
  syn_inst: 60
  syn_area_sq_um: 1216
  synth_flops: 43
  avgSynthCellArea_sq_um: 20.27
  ys_seq_share: 0.8848
  ys_cells: 60
  ys_chip_area_sq_um: 1216
  yosysUniqueCellTypes: 10
cts:
  clk_latency_ns: 0.29
  cts_made_buffers: 5
  clkTransAtPathRegs_ns: 0.08
  clock-sinks: 43
  cts_tree: "built"
  h-tree-depth: 2
  clockBufferDepth: 2
  post_cts_buffers: 0
  clockRootBuffer: "clkbuf_8"
drt:
  drcViolationCount: 0
  via_count: 470
  drtIter0Drc: 21
  drt_wl_total_mm: 1.340
  vias_per_cell: 2.500
  final_antenna_net_count: 0
  num_antenna_cells: 0
  wl_per_cell_um: 7.128
  firstDrtPassIters: 3
final_timing:
  setup_tns_ns: 0
  fmax_mhz: 889.6
  rsz0062_at_grt: "false"
  final-hold-violation-count: 0
  finalClockPeriodUsage: 0.9367
  skew_ns: 0.006530
  finalCriticalPeriod_ns: 1.124
  worstMarginPinSlew_ns: 0.2163
  slew_headroom: 0.8558
  setup_viol: 0
  slew_violations: 0
  hold_ws_ns: 0.3384
power_and_ir_drop:
  p_leak_nw: 0.7517
  vdd_drop_max_mv: 0.6449
  power_density_nw_per_um2: 1852
worst_setup_path:
  rr_startpoint: "genblk2[4].PG.s1.data_out[3]$_DFF_PP0_"
  crit_chain: "dlygate4sd2_1"
  reg2regPathDepth: 1
  slowest_delay_ns: 0.36
  start_kind: "register"
  arrival_ns: 0.88
  path_buffers: 1
  critPathKind: "reg -> out"
  cp.required_ns: 0.96
  reg2reg_slack_ns: 0.19
  timing.rr.end: "genblk2[4].PG.s3.data_out$_DFF_PP0_"
  worstPathMaxFanout: 1
  cp_top_family: "flip-flops"
  crit_slowest_cell: "dfrtp_1"
  endpoint_kind: "output port"
cells_and_area:
  fillers: 854
  final_core_util: 0.2002
  areaGrowthSynthToFinish_pct: 35.29
  layout-drive-gt1-share: 0.1325
global_routing:
  grt-ovfl-total: 0
  grt_pass1_vias: 521
  grt_pass1_wl_mm: 2.408
  grt_max_degree: 44
  antenna_found_initial: 0
  grtUsageTotal: 0.02295
die:
  fp_util: 0.1480
  num_rows: 33
  die_y_um: 112
  coreArea_sq_um: 8217
  chipArea_sq_um: 12540
  fp.dieW_um: 112
  io_pins: 15
hold_path:
  hp-class: "in -> async"
place:
  port_buffers: 14
  gp_congestion: 0.6697
job:
  openroad.warnings: 25
  max_cap_viol_count: 0
status:
  status: "finished, final reports clean"
-- layout make-up --
class / count / area (sq um) / area share
flip-flops and latches: 43 / 1076 / 0.6540
inverters: 1 / 7.507 / 0.004563
repair buffers: 15 / 153.9 / 0.09354
multi-input cells: 16 / 136.4 / 0.08289
clock inverters: 3 / 71.32 / 0.04335
clock buffers: 5 / 68.82 / 0.04183
well taps: 105 / 131.4 / 0.07985
-- cells by family after synthesis --
group,share of synthesized area
fa+ha+maj,0.04115
xor+xnor,0.02161
flops,0.8848
simple gates,0.04939
buf+inv,0.003083
-- cells in the final DEF, fill, tap and decap left out, types with 2 or more instances in the layout --
cell type / n
dfrtp_1: 43
clkdlybuf4s50_1: 9
clkbuf_8: 5
dlygate4sd2_1: 5
ha_1: 4
xor2_1: 3
and2_1: 3
and3_1: 2
bufinv_16: 2
-- report_power, final --
| group | switching (mW) | internal [mW] | leakage (nW) |
|---|---|---|---|
| Clock | 0.479 | 0.844 | 0.0703 |
| Sequential | 0.0369 | 1.56 | 0.526 |
| Combinational | 0.0486 | 0.0776 | 0.155 |
| Total | 0.565 | 2.48 | 0.752 |
-- routing by layer --
layer | vias up | global-route usage | wire length (um)
li1 | 234 | - | -
met2 | 18 | 0.02603 | 450
met5 | - | 0 | 0
met1 | 218 | 0.03459 | 751
met4 | 0 | 0.004230 | 0
met3 | 0 | 0.01520 | 138
-- how the worst max path moves through the flow --
stage,slack [ns],from,cells after the start,end
6_report,0.08,s4.data_out[1]$_DFF_PP0_,1,sum[1]
5_1_grt,0.02,s4.data_out[1]$_DFF_PP0_,1,sum[1]
4_1_cts,0.06,s4.data_out[1]$_DFF_PP0_,1,sum[1]
-- stage by stage --
step | cells | power, mW | cell area [sq um] | setup slack, ns
after floorplan | 60 | 1.664 | 1220 | 0.2390
after global placement | 180 | 1.777 | 1511 | 0.1700
after detailed placement | 180 | 1.779 | 1511 | 0.1781
after CTS | 188 | 3.089 | 1645 | 0.05812
after global routing | 188 | 3.175 | 1645 | 0.01782
final | 188 | 3.046 | 1645 | 0.07592
-- synth_stat cells --
library cell,n,share of area
and2_1,3,0.015
and3_1,2,0.010
and4_1,1,0.0072
dfrtp_1,43,0.88
ha_1,4,0.041
inv_1,1,0.0031
or2_2,1,0.0051
or3_1,1,0.0051
or4_1,1,0.0062
xor2_1,3,0.022
-- tightest hold or removal path: cells and delay by family --
kind                   cells  cell delay (ns)
buffers and inverters      3             0.76
-- state kept, by name, indices dropped and copies added, names as in the netlist --
signal	count
g_reg.data_out	4
tempReg2.data_out	4
s1_A.data_out	4
tempReg1.data_out	4
genblk2.PG.s3.data_out	4
p_reg.data_out	4
genblk2.PG.s1.data_out	10
s4.data_out	5
s1_B.data_out	4
-- repair_timing --
| item | 4_1_cts | 5_1_grt |
|---|---|---|
| gates resized | 5 | 0 |
| hold buffers | 0 | 0 |
| setup endpoints to repair | 5 | 0 |
No activity file was given, so power comes from the tool's default toggle rates.
